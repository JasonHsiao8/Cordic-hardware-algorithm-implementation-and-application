File: flow/design.v
module cordic_multiply #(
    parameter WL = 16,       
    parameter FL = 14,       
    parameter N_ITER = 15    
)(
    input  wire                clk,       
    input  wire                rst_n,     
    input  wire                start,     
    input  wire signed [WL-1:0] in1,      
    input  wire signed [WL-1:0] in2,      
    output reg  signed [WL-1:0] out,      
    output reg                 done       
);
    reg signed [WL-1:0]   x;             
    reg signed [WL:0]     y;             
    reg signed [WL-1:0]   z;             
    reg        [4:0]      i;             
    reg        [1:0]      state;         
    reg        [1:0]      next_state;    
    reg        [WL-1:0]   two;           
    localparam IDLE   = 2'd0;
    localparam APPROX = 2'd1;
    localparam DONE   = 2'd2;
    always @(posedge clk or negedge rst_n) begin
        if (!rst_n)
            state <= IDLE;
        else
            state <= next_state;
    end
    always @(*) begin
        case (state)
            IDLE:    next_state = start ? APPROX : IDLE;
            APPROX:  next_state = (i == N_ITER-1) ? DONE : APPROX;
            DONE:    next_state = IDLE;
            default: next_state = IDLE;
        endcase 
    end
    always @(posedge clk or negedge rst_n) begin
        if (!rst_n) begin
            out <= 0;
            i   <= 0;
        end 
        else begin
            case (state)
                IDLE: begin
                    if (start) begin
                        x   <= in1;                          
                        y   <= 0;                            
                        z   <= in2;                          
                        two <= 16'sb0100_0000_0000_0000;     
                        i   <= 0;                            
                    end
                end
                APPROX: begin
                    if (z[WL-1] == 0) begin
                        y <= y + (x >>> i);
                        z <= z - (two >>> i);
                    end 
                    else begin
                        y <= y - (x >>> i);
                        z <= z + (two >>> i);
                    end
                    i <= i + 1;   
                end
                DONE: begin
                    out <= y[16:1];   
                end
            endcase
        end
    end
    always @(posedge clk or negedge rst_n) begin
        if (!rst_n)
            done <= 0;
        else begin
            case (state)
                IDLE:    done <= 0;
                DONE:    done <= 1;
                default: done <= done;
            endcase
        end
    end
endmodule
File: flow/run.sh
#!/bin/bash
# OpenROAD 26Q1-2900-gdf79404cd8, Yosys 0.63+post, stock flow scripts
make -C /OpenROAD-flow-scripts/flow DESIGN_CONFIG=/design/flow/config.mk WORK_HOME=/design/flow/orfs finish
File: flow/config.mk
export PLATFORM = sky130hd
export DESIGN_NAME = cordic_multiply
export DESIGN_NICKNAME = cordic_multiply
export VERILOG_FILES = /design/flow/design.v
export SDC_FILE = /design/flow/constraint.sdc
export NUM_CORES = 4
export LEC_CHECK = 1
export CORE_UTILIZATION = 40
File: flow/constraint.sdc
current_design cordic_multiply

set clk_period 8.8
set clk_io_pct 0.2

create_clock -name clk0 -period $clk_period [get_ports {clk}]

set non_clock_inputs [all_inputs -no_clocks]
set_input_delay [expr $clk_period * $clk_io_pct] -clock clk0 $non_clock_inputs
set_output_delay [expr $clk_period * $clk_io_pct] -clock clk0 [all_outputs]
==> results.json <==
{
  "period_minus_slack_ns": 5.20,
  "setup-tns-final_ns": 0,
  "rr_startpoint": "i[0]",
  "synth_cells": 598,
  "hold_end": "done",
  "grt_max_degree": 34,
  "antenna-diode-count": 0,
  "cts.sinks": 74,
  "synthFlopType": "edfxtp_1",
  "postCtsHoldBufs": 0,
  "edf_count": 49,
  "wl_per_cell_um": 16.5,
  "grt_pass1_vias": 4170,
  "ys_area_mm2": 0.00595,
  "relSlewSlack_pct": 44.9,
  "holdPathStages": 1,
  "cts_max_level": 3,
  "drc": 0,
  "clkLatencyLatePin_ns": 0.34,
  "synth_area_mm2": 0.00595,
  "ff_latch_area_mm2": 0.00210,
  "ff2ff_path_depth": 19,
  "hold_path_class": "register to register",
  "hold_viol": 0,
  "start_kind": "register",
  "yosys.stat.seqShare_pct": 35.3,
  "die-area_mm2": 0.0154,
  "synthTopCellsByCount": "49 x a21oi_1, 49 x edfxtp_1, 48 x nor2_1",
  "comb_area_mm2": 0.00364,
  "post-synth-top-area-fraction_pct": 24.7,
  "post_cts_buffers": 0,
  "routed_via_density": 5.57,
  "cts_resized": 0,
  "drive_gt1_share_pct": 13.9,
  "n_fill_cell": 1322,
  "min_period_over_period_pct": 59.1,
  "slew_violations": 0,
  "cts.reportedPaths.clkPinSlew_ns": 0.06,
  "fp_util_pct": 40.9,
  "antenna_found_initial": 0,
  "ys_cells": 598,
  "cts_root_buf": "clkbuf_16",
  "fin_util_pct": 47.8,
  "topCellsByArea": "edfxtp_1 25%, dfrtp_1 10%, ha_1 8.4%",
  "status": "finished, final reports clean",
  "overflow": 0,
  "rsz0062_at_grt": "no",
  "required_ns": 8.87,
  "gp_congestion": 0.948,
  "place.detailed.hpwl_um": 10100,
  "numSynthFlops": 74,
  "setup_viol": 0,
  "critical_path_class": "register to register",
  "synthArstFlopShare_pct": 33.8,
  "grt_pass1_wl_um": 22000,
  "cts_buffers": 9,
  "holdCritStartpoint": "done",
  "areaGrowthSynthToFinish_pct": 16.8,
  "fmax_ghz": 0.192,
  "num_rows": 44,
  "cap_violations": 0,
  "drt_iter0_markers": 335,
  "vias": 4592,
  "postSynthAreaPerCell_um2": 9.94,
  "portBuffers": 51,
  "fin_skew_ns": 0.00803,
  "grtUsageTotal_pct": 19.3,
  "cp_max_fo": 30,
  "warnings": 30,
  "cts_buffer_depth": 2,
  "dieHeight_um": 124,
  "ios": 52,
  "first_pass_iters": 4,
  "cts_tree": "yes",
  "worst_slew_pin_slew_ns": 0.827,
  "end_kind": "register",
  "wl_um": 13600,
  "r2r_setup_slack_ns": 3.60,
  "coreArea_mm2": 0.0145,
  "rr_endpoint": "y[16]",
  "drtAntennaViolNets": 0,
  "die_w_um": 124,
  "synthDistinctLibCells": 78,
  "arrival_ns": 5.27,
  "largest_area_cell": "edfxtp_1",
  "yosys_warnings": 1
}
-- metal layers --
metal / global-route usage (%) / vias up / share of wire, %
met5: 0 / - / 0
li1: - / 2321 / -
met1: 31.3 / 2131 / 49
met4: 2.08 / 0 / 1.3
met3: 2.90 / 12 / 4.6
met2: 29.3 / 128 / 45
-- cell usage in the layout (no fill, tap or decap), types with 14 or more instances in the layout --
master,instances
clkdlybuf4s50_1,51
nand2_1,42
mux2_2,33
nor3_1,14
o21ai_0,36
xor2_1,20
edfxtp_1,49
dfrtp_1,24
nor2_1,48
ha_1,40
inv_1,18
xnor2_1,21
a21oi_1,49
-- sequential cells by signal, indices dropped and copies added (netlist names) --
| register | count |
|---|---|
| z | 16 |
| done | 1 |
| y | 17 |
| x | 16 |
| out | 16 |
| i | 5 |
| state | 3 |
-- critical path, stage by stage, from the launching register on --
cell,delay [ns]
dfrtp_1,0.32
buf_4,0.35
mux2_2,0.40
mux4_2,0.49
mux2_2,0.31
a21oi_4,0.22
ha_1,0.21
and4_1,0.24
nor2b_1,0.19
nor2_1,0.07
xor2_1,0.15
ha_1,0.22
nor3_1,0.30
o21ai_0,0.20
a41o_1,0.30
o41ai_1,0.41
o21a_1,0.23
o21ai_0,0.11
xor2_1,0.16
nor2_1,0.05
-- stage by stage --
step | instance area [um2] | hold slack (ns) | setup slack, ns | cells
finish | 6950 | 0.481 | 3.60 | 825
global placement | 6600 | 0.466 | 3.75 | 809
detailed placement | 6600 | 0.478 | 3.63 | 809
global route | 6950 | 0.517 | 3.17 | 825
CTS | 6950 | 0.491 | 3.59 | 825
floorplan | 5950 | 0.430 | 4.07 | 598
-- kinds of logic after synthesis --
| group | synth area share [%] |
|---|---|
| AND-OR/OR-AND | 16.5 |
| adder cells (fa/ha/maj) | 9.09 |
| XOR/XNOR | 6.04 |
| AND/OR/NAND/NOR | 16.0 |
| flip-flops | 35.3 |
| multiplexers | 13.6 |
| buffers and inverters | 3.49 |
-- final cells by class --
class	instances	area share [%]
inverter	19	1.03
timing repair buffer	57	8.00
multi-input combinational	475	52.4
sequential	74	30.2
clock buffer	12	4.00
tap	184	3.31
clock inverter	4	1.01
-- how the worst max path moves through the flow --
stage                 startpoint     to  slack, ns  cells after the start
after CTS                   i[0]  y[16]       3.59                     19
after global routing        i[1]  y[16]       3.17                     18
final                       i[0]  y[16]       3.60                     19
