==> design.v <==
module cordic #(
    parameter WL = 16,       
    parameter FL = 14,       
    parameter N_ITER = 15    
)(
    input  wire                clk,         
    input  wire                rst_n,       
    input  wire                start,       
    input  wire signed [WL-1:0] angle_in,   
    output reg  signed [WL-1:0] cos_out,    
    output reg  signed [WL-1:0] sin_out,    
    output reg                 done         
);
    reg signed [WL-1:0] atan_table [0:N_ITER-1];
    reg signed [WL-1:0] x;               
    reg signed [WL-1:0] y;               
    reg signed [WL-1:0] z;               
    reg [4:0] i;                         
    reg [1:0] state, next_state;         
    localparam IDLE   = 2'd0;
    localparam ROTATE = 2'd1;
    localparam DONE   = 2'd2;
    localparam signed [WL-1:0] K = 16'sd9949;
    always @(posedge clk or negedge rst_n) begin
        if (!rst_n)
            state <= IDLE;
        else
            state <= next_state;
    end
    always @(*) begin
        case (state)
            IDLE:    next_state = start ? ROTATE : IDLE;
            ROTATE:  next_state = (i == N_ITER-1) ? DONE : ROTATE;
            DONE:    next_state = IDLE;
            default: next_state = IDLE;
        endcase 
    end
    always @(posedge clk or negedge rst_n) begin
        if (!rst_n) begin
            cos_out <= 0;
            sin_out <= 0;
            i       <= 0;
            atan_table[0]  <= 16'sb0011_0010_0100_0100;    
            atan_table[1]  <= 16'sb0001_1101_1010_1100;    
            atan_table[2]  <= 16'sb0000_1111_1010_1110;    
            atan_table[3]  <= 16'sb0000_0111_1111_0101;    
            atan_table[4]  <= 16'sb0000_0011_1111_1111;    
            atan_table[5]  <= 16'sb0000_0010_0000_0000;    
            atan_table[6]  <= 16'sb0000_0001_0000_0000;    
            atan_table[7]  <= 16'sb0000_0000_1000_0000;    
            atan_table[8]  <= 16'sb0000_0000_0100_0000;    
            atan_table[9]  <= 16'sb0000_0000_0010_0000;    
            atan_table[10] <= 16'sb0000_0000_0001_0000;    
            atan_table[11] <= 16'sb0000_0000_0000_1000;    
            atan_table[12] <= 16'sb0000_0000_0000_0100;    
            atan_table[13] <= 16'sb0000_0000_0000_0010;    
            atan_table[14] <= 16'sb0000_0000_0000_0001;    
        end 
        else begin
            case (state)
                IDLE: begin
                    if (start) begin
                        x <= K;          
                        y <= 0;          
                        z <= angle_in;   
                        i <= 0;          
                    end
                end
                ROTATE: begin
                    if (z[WL-1] == 0) begin
                        x <= x - (y >>> i);
                        y <= y + (x >>> i);
                        z <= z - atan_table[i];
                    end 
                    else begin
                        x <= x + (y >>> i);
                        y <= y - (x >>> i);
                        z <= z + atan_table[i];
                    end
                    i <= i + 1;   
                end
                DONE: begin
                    cos_out <= x;   
                    sin_out <= y;   
                end
            endcase
        end
    end
    always @(posedge clk or negedge rst_n) begin
        if (!rst_n)
            done <= 0;
        else begin
            case (state)
                IDLE:    done <= 0;
                DONE:    done <= 1;
                default: done <= done;
            endcase
        end
    end
endmodule
==> run.sh <==
#!/bin/bash
# OpenROAD 26Q1-2900-gdf79404cd8, Yosys 0.63+post, stock flow scripts
make -C /OpenROAD-flow-scripts/flow DESIGN_CONFIG=/design/flow/config.mk WORK_HOME=/design/flow/orfs finish
==> config.mk <==
export PLATFORM = sky130hd
export DESIGN_NAME = cordic
export DESIGN_NICKNAME = cordic
export VERILOG_FILES = /design/flow/design.v
export SDC_FILE = /design/flow/constraint.sdc
export NUM_CORES = 4
export LEC_CHECK = 1
export CORE_UTILIZATION = 50
==> constraint.sdc <==
current_design cordic

set clk_period 9.6
set clk_io_pct 0.2

create_clock -name clk0 -period $clk_period [get_ports {clk}]

set non_clock_inputs [all_inputs -no_clocks]
set_input_delay [expr $clk_period * $clk_io_pct] -clock clk0 $non_clock_inputs
set_output_delay [expr $clk_period * $clk_io_pct] -clock clk0 [all_outputs]
==> results_slide.txt <==
Implementation Results

Timing
  – Slew @ Worst Pin: 0.8355 ns
  – RSZ-0062 raised after global routing: false
  – Final setup viols: 0
  – Final Hold Viols: 0
  – Max_slew headroom: 0.4371
  – Max Slew Vio Count: 0
  – Clock Skew: 0.008302 ns
  – Fin crit period: 5.529 ns
  – Max frequency: 0.1809 GHz
  – Total negative slack: 0 ns
  – Cycle use final: 0.5759

Synth
  – Seq/Total Area, Yosys: 0.2923
  – Synth Instances: 896
  – Ys Warns: 2
  – Unique cell types: 77
  – Post-synthesis average cell area: 9.426 um^2
  – Commonest flop: edfxtp_1
  – Chip Area, Yosys: 8446 um^2
  – Leading area contributor after synthesis: edfxtp_1
  – Ys cells: 896
  – Cell area after synthesis: 8446 um^2
  – Fraction of registers with async set/reset: 0.4607
  – Post-synth EDFFs: 48
  – Cell area leaders: edfxtp_1 17%, dfrtp_1 12%, ha_1 8.1%, mux2_2 7.3%, mux4_2 6.4%
  – Top cell area share: 0.1707
  – #FFs+latches synth: 89

Layout
  – Filler instances: 1,426
  – Layout cells sized above 1: 0.1463
  – Commonest Layout Cell: nor2_1
  – Area grow syn2layout: 11.29%
  – Final Util: 0.5688
  – Top Layout Cells: 80 x nor2_1, 74 x a21oi_1, 73 x nand2_1

Floorplan
  – Io pins: 52
  – Core area: 16,520 um^2
  – Die Size: 17,410 um^2
  – Overall die width: 132.0 um
  – # rows: 47
  – Initial Util: 0.5111
  – Die H: 132.0 um

GRT
  – Maximum number of pins on one net before global-route repair: 51
  – Global-route usage over all layers: 0.2751
  – Vias in the first global route: 6,810
  – Initial antenna violation count: 0
  – Gr ovfl total: 0
  – First-pass GRT wire length: 36,090 um

CTS
  – CTS Buf Count: 9
  – Root buffer cell: clkbuf_16
  – CTS clk-pin slew, worst paths: 0.07 ns
  – Post-CTS Repair Setup Buffers: 0
  – # resized after CTS: 0
  – CTS Buffer Depth: 2
  – Latency at later pin: 0.36 ns
  – Clk sinks: 89
  – Hold Buf Count CTS: 0
  – H-tree depth reported by CTS: 3
  – TritonCTS clock tree: done

Placement
  – DP HPWL: 16,160 um
  – Port Buffers: 51
  – Routability cong.: 0.9358

Power and ir drop
  – Pwr dens: 82.67 nW/um^2
  – Static leakage: 3.761 nW
  – Peak supply drop: 0.07802 mV

Detailed routing
  – 1st-iter DRT viols: 485
  – Antenna cells: 0
  – Avg WL per Cell: 19.57 um
  – Drt via density: 6.192
  – Drt pass-1 iters: 5
  – Total wire length: 22,370 um
  – DRC viols: 0
  – Via Count: 7,077
  – Final ANT Viol Nets: 0

Setup path
  – Crit-path max FO: 49
  – Crit path DRT: 9.71 ns
  – Crit end category: flip-flop
  – CP startpoint kind: flip-flop
  – Worst Path Arrival: 5.64 ns
  – Setup CP Type: reg2reg
  – Reg2reg setup slack: 4.07 ns

Job
  – Max-capacitance violation count: 0
  – Tool warnings: 31

Run status
  – Outcome: complete, no violations

Worst hold path
  – Hold crit path type: reg2reg
-- critical path, cell delays in order (launching register included) --
cell,delay (ns)
dfrtp_2,0.34
buf_4,0.51
inv_2,0.24
mux2_2,0.34
mux2_2,0.32
a211oi_1,0.58
a21oi_1,0.13
ha_1,0.32
a21oi_1,0.25
ha_1,0.28
nor2b_1,0.14
o31a_1,0.27
o41ai_1,0.47
o21ai_0,0.27
a31o_2,0.33
a211oi_1,0.25
xor2_1,0.16
nor2_1,0.05
-- kinds of logic after synthesis --
kind of cell	synth area share
AOI/OAI and AO/OA	0.1750
xor gates and xnor gates	0.07363
adders and majority gates	0.08859
buffers and inverters	0.04267
DFF	0.2923
muxes	0.1794
and+or+nand+nor	0.1484
-- cell type report --
cell class | count | area, um^2 | area share
sequential | 89 | 2471 | 0.2629
inverter | 31 | 116.4 | 0.01238
tap | 220 | 275.3 | 0.02929
multi-input combinational | 722 | 5624 | 0.5984
clock inverter | 7 | 76.32 | 0.008120
clock buffer | 9 | 225.2 | 0.02396
timing repair buffer | 65 | 610.6 | 0.06496
-- per-layer routing --
metal  vias up  part of all wire  track usage
met1      3415              0.45       0.4170
met2       254              0.47       0.4221
met4         0             0.020      0.04780
met3        35             0.067      0.06753
met5         -                 0      0.01667
li1       3373                 -            -
-- flip-flops by register name, indices dropped and copies added, names as in the netlist --
| register | count |
|---|---|
| state | 3 |
| x | 16 |
| cos_out | 16 |
| i | 5 |
| done | 1 |
| y | 16 |
| sin_out | 16 |
| z | 16 |
-- through the flow --
stage | power [mW] | hold WS, ns | worst slack, ns | std cells | instance area, um^2
3_3_place_gp | 0.4232 | 0.4635 | 4.164 | 1127 | 9097
5_1_grt | 0.8017 | 0.5233 | 3.686 | 1143 | 9399
6_report | 0.7770 | 0.4821 | 4.071 | 1143 | 9399
4_1_cts | 0.7887 | 0.4851 | 4.057 | 1143 | 9399
3_5_place_dp | 0.4236 | 0.4678 | 4.095 | 1127 | 9097
2_1_floorplan | 0.4117 | 0.4301 | 4.650 | 896 | 8446
-- cells in the mapped netlist, drive strengths merged, types with 22 or more instances --
cell and count:
nand2 73, inv 29, mux4 27, xnor2 49, mux2 60, nor2 80
mux2i 22, ha 55, a21oi 74, clkbuf 36, o21ai 40, dfrtp 40
edfxtp 48, xor2 22
-- final timing paths --
kind	start	endpoint	depth (start not counted)
setup / recovery	i[0]$_DFFE_PN0P_	y[13]$_SDFFCE_PN0P_	17
hold / removal	done$_DFFE_PN0P_	done$_DFFE_PN0P_	1
min in group asynchronous	rst_n	i[3]$_DFFE_PN0P_	2
hold reg to reg	done$_DFFE_PN0P_	done$_DFFE_PN0P_	1
max in group asynchronous	rst_n	i[0]$_DFFE_PN0P_	2
setup reg to reg	i[0]$_DFFE_PN0P_	y[13]$_SDFFCE_PN0P_	17
-- report_power, final --
part / total, mW / internal [mW] / switching [mW] / leakage (nW)
Sequential: 0.400 / 0.400 / 0 / 1.02
Clock: 0.362 / 0.186 / 0.176 / 0.149
Combinational: 0.0148 / 0.00892 / 0.00587 / 2.59
Total: 0.777 / 0.595 / 0.182 / 3.76
No activity file was given, so power comes from the tool's default toggle rates.
